File: flow/run.sh
#!/bin/bash
# OpenROAD 26Q1-2900-gdf79404cd8, Yosys 0.63+post, stock flow scripts
make -C /OpenROAD-flow-scripts/flow DESIGN_CONFIG=/design/flow/config.mk WORK_HOME=/design/flow/orfs finish
File: flow/config.mk
export PLATFORM = sky130hd
export DESIGN_NAME = MShifterFirst
export DESIGN_NICKNAME = MShifterFirst
export VERILOG_FILES = /design/flow/design.v
export SDC_FILE = /design/flow/constraint.sdc
export NUM_CORES = 4
export LEC_CHECK = 1
export CORE_AREA = 10 10 167 167
export DIE_AREA = 0 0 177 177
File: flow/constraint.sdc
current_design MShifterFirst

set clk_period 11.1
set clk_io_pct 0.2

create_clock -name clk0 -period $clk_period

set non_clock_inputs [all_inputs -no_clocks]
set_input_delay [expr $clk_period * $clk_io_pct] -clock clk0 $non_clock_inputs
set_output_delay [expr $clk_period * $clk_io_pct] -clock clk0 [all_outputs]
File: flow/design.v
package Common;
parameter MPERow     = 16  ;
parameter MPECol     = 8   ; 
parameter MPEAcc     = 64  ; 
parameter VPENum     = 64 ;
parameter OPNum     = 16  ;
parameter ABufRow   = 64                ;
parameter ABufCol   = 256               ;
parameter ABufBank  = 0                 ;
parameter ABufDepth = 0                 ;
parameter ABufWidth = 0                 ;
parameter ABufAddrW = $clog2(ABufDepth) ;
parameter WBufRow   = 64                ;
parameter WBufCol   = 256               ;
parameter WBufBank  = 0                 ;
parameter WBufDepth = 0                 ;
parameter WBufWidth = 0                 ;
parameter WBufAddrW = $clog2(WBufDepth) ;
parameter SBufBank  = 0                 ;
parameter SBufDepth = 0                 ;
parameter SBufWidth = 0                 ;
parameter SBufAddrW = $clog2(SBufDepth) ;
parameter OBufRow   = 256               ;
parameter OBufCol   = 256               ;
parameter OBufBank  = 0                 ;
parameter OBufDepth = 0                 ;
parameter OBufWidth = 0                 ;
parameter OBufAddrW = $clog2(OBufDepth) ;
parameter VBufBank  = 0                 ;
parameter VBufDepth = 0                 ;
parameter VBufWidth = 0                 ;
parameter VBufAddrW = $clog2(VBufDepth) ;
parameter EBufBank  = 0                 ;
parameter EBufDepth = 0                 ;
parameter EBufWidth = 0                 ;
parameter EBufMaskW = 0                 ;  
parameter EBufAddrW = $clog2(EBufDepth) ;
parameter GBufBank  = 0                 ;
parameter GBufDepth = 0                 ;
parameter GBufWidth = 0                 ;
parameter GBufAddrW = $clog2(GBufDepth) ;
parameter MRowLoop  = ABufRow / MPEAcc;
parameter MAColLoop = ABufCol / MPECol;
parameter MWColLoop = WBufCol / MPERow;
parameter VRowLoop = OBufRow;
parameter VColLoop = OBufCol / VPENum;
parameter EColLoop = VColLoop;
typedef struct packed {
    logic [$clog2(MRowLoop)-1:0]  rowABegin ;
    logic [$clog2(MRowLoop)-1:0]  rowAEnd   ;
    logic [$clog2(MRowLoop)-1:0]  rowWBegin ;
    logic [$clog2(MRowLoop)-1:0]  rowWEnd   ;
    logic [$clog2(MAColLoop)-1:0] colABegin ;
    logic [$clog2(MAColLoop)-1:0] colAEnd   ;
    logic [$clog2(MWColLoop)-1:0] colWBegin ;
    logic [$clog2(MWColLoop)-1:0] colWEnd   ;
    logic                   wOutlier  ;
    logic [MRowLoop-1:0]    aOutlier  ;
    logic                   transpose ;
    logic                   mvsync    ;
    logic                   amsync    ;
} MInst;
typedef enum logic [1:0] {
    MIDLE,   
    MASYNC,  
    MWORK,   
    MWAIT    
} MFSM;
typedef struct packed {
    logic [8-1:0]  rowBegin  ;
    logic [8-1:0]  rowEnd    ;
    logic [8-1:0]  colBegin  ;
    logic [8-1:0]  colEnd    ;
    logic [$clog2(OPNum)-1:0]   opFunc    ;
    logic                       mvsync    ;
    logic                       evsync    ;
    logic                       vesync    ;
    logic [OBufBank-1:0][OBufAddrW-1:0] vRAddr;
    logic [OBufBank-1:0]                vREn  ;
    logic [OBufBank-1:0][OBufAddrW-1:0] vWAddr;
    logic [OBufBank-1:0]                vWEn  ;
    logic                               oWen  ;  
    logic                               dWen  ;  
} VInst;
typedef struct packed {
    logic [1:0] sS1In       ;
    logic [1:0] sS2In       ;
    logic [1:0] maxIn       ;
    logic [1:0] minIn       ;
    logic [1:0] addSub1In1  ;
    logic [1:0] addSub1In2  ;
    logic [1:0] addSub2In1  ;
    logic [1:0] addSub2In2  ;
    logic [1:0] addSub3In1  ;
    logic [1:0] addSub3In2  ;
    logic [1:0] eAddIn1     ;
    logic [1:0] eAddIn2     ;
    logic [1:0] eSubIn1     ;
    logic [1:0] eSubIn2     ;
    logic [1:0] divIn1      ;
    logic [1:0] divIn2      ;
    logic [1:0] mul1In1     ;
    logic [1:0] mul1In2     ;
    logic [1:0] mul2In1     ;
    logic [1:0] mul2In2     ;
    logic [1:0] fp2IntIn    ;
    logic [1:0] expIn       ;
    logic       vddrWen     ;
    logic [1:0] vddrIn      ;
    logic       s1ddrWen    ;
    logic [1:0] s1ddrIn     ;
    logic       s2ddrWen    ;
    logic [1:0] s2ddrIn     ;
    logic       oBufWEn     ;
    logic [1:0] oBufIn      ;
    logic       oBufREn     ;
    logic       vBufWMode   ;  
    logic       vBufWEn     ;
    logic [1:0] vBufIn      ;
    logic       vBufRMode   ;  
    logic       vBufREn     ;
    logic       eBufWMode   ;  
    logic       eBufWEn     ;
    logic [1:0] eBufIn      ;
    logic       eBufRMode   ;  
    logic       eBufREn     ;
} VOPCode;
parameter OP0  = 128'b0;
parameter OP1  = 128'b0;
parameter OP2  = 128'b0;
parameter OP3  = 128'b0;
parameter OP4  = 128'b0;
parameter OP5  = 128'b0;
parameter OP6  = 128'b0;
parameter OP7  = 128'b0;
parameter OP8  = 128'b0;
parameter OP9  = 128'b0;
parameter OP10 = 128'b0;
parameter OP11 = 128'b0;
parameter OP12 = 128'b0;
parameter OP13 = 128'b0;
parameter OP14 = 128'b0;
parameter OP15 = 128'b0;
typedef enum logic [2:0] {
    VIDLE,  
    VMSYNC,  
    VESYNC,  
    VWORK,  
    VWAIT   
} VFSM;
typedef enum logic [1:0] {
    MaxReduce,
    ExpProd,
    MergeNorm
} EOpCode;
typedef struct packed {
    EOpCode eOpCode;
    logic         eLast     ;
    logic [8-1:0] colBegin  ;
    logic [8-1:0] colEnd    ;
    logic evsync;
    logic vesync;
} EInst;
typedef enum logic [1:0] {
    EIDLE,  
    ESYNC,  
    EWORK,  
    EWAIT   
} EFSM;
endpackage
package ComputeCommon;
parameter Q_DW       = 8  ;  
parameter PE_OPS     = 4  ;  
parameter PE_OUT_CH  = 256;  
parameter PE_IN_CH   = 256;  
parameter PE_NUM     = 16 ;  
typedef struct packed {
    logic                   [PE_OPS    -1 : 0][Q_DW                    -1 : 0] ifmap        ;  
    logic [PE_NUM    -1 : 0][PE_OPS    -1 : 0][Q_DW                    -1 : 0] weight       ;  
    logic                                     [1                       -1 : 0] in_valid     ;  
    logic                   [PE_NUM    -1 : 0][$bits(PE_OUT_CH)        -1 : 0] out_ch       ;  
    logic                                     [1                       -1 : 0] in_ch_end    ;  
    logic                                     [1                       -1 : 0] new_center_in;  
} Buffer_to_PEA;
typedef struct packed {
    logic                   [PE_NUM    -1 : 0][Q_DW*2+$clog2(PE_OPS)   -1 : 0] ofmap        ; 
    logic                                     [1                       -1 : 0] out_valid    ;
    logic                   [PE_NUM    -1 : 0][$bits(PE_OUT_CH)        -1 : 0] out_ch       ;
} PEA_to_OMEM;
typedef struct packed {
    logic                   [PE_NUM    -1 : 0][Q_DW*2+$clog2(PE_IN_CH) -1 : 0] psum         ;
    logic                                     [1                       -1 : 0] acc_valid    ;
} OMEM_to_PEA;
typedef struct packed {
    logic [PE_OPS    -1 : 0][Q_DW       -1 : 0] ifmap        ;  
    logic [PE_OPS    -1 : 0][Q_DW       -1 : 0] weight       ;  
    logic [1                            -1 : 0] in_valid     ;  
    logic [$bits(PE_OUT_CH)             -1 : 0] out_ch       ;  
    logic [1                            -1 : 0] in_ch_end    ;  
    logic [1                            -1 : 0] new_center_in;  
} Buffer_to_PE;
typedef struct packed {
    logic [Q_DW*2+$clog2(PE_OPS)        -1 : 0] ofmap    ; 
    logic [1                            -1 : 0] out_valid;
    logic [$bits(PE_OUT_CH)             -1 : 0] out_ch   ;
} PE_to_OMEM;
typedef struct packed {
    logic [Q_DW*2+$clog2(PE_IN_CH)      -1 : 0] psum     ; 
    logic [1                            -1 : 0] acc_valid;
} OMEM_to_PE;
endpackage
import Common::*;
module MShifterFirst(shiftIn, mode, shiftOut);
localparam macShortWidth = 8 + 2 + $clog2(MPEAcc);
localparam macLongWidth = 12 + 2 + $clog2(MPEAcc);
localparam shiftShortWidth = macShortWidth + 8;
localparam shiftLongWidth = macLongWidth + 12;
input logic [0:0][MPECol-1:0][macLongWidth - 1 : 0] shiftIn;
input logic [1:0] mode;
output logic [0:0][MPECol-1:0][shiftLongWidth - 1 : 0] shiftOut;
generate
for(genvar i = 0; i < 1; i++) begin
    for(genvar j = 0; j < MPECol; j++) begin
        always_comb begin
            case(mode)
                2'b00:
                    shiftOut[i][j] = {12'b0000_0000_0000, shiftIn[i][j]};
                2'b10:
                    shiftOut[i][j] = {{4{shiftIn[i][j][macLongWidth - 1]}}, shiftIn[i][j], 8'b00000000};
                2'b01:
                    shiftOut[i][j] = {{8{shiftIn[i][j][macLongWidth - 1]}}, shiftIn[i][j], 4'b0000};
                2'b11:
                    shiftOut[i][j] = {shiftIn[i][j], 12'b000000000000};
            endcase
        end
    end
end
endgenerate
endmodule
module MShifterRest(shiftIn, mode, shiftOut);
localparam macShortWidth = 10 + $clog2(MPEAcc);
localparam macLongWidth = 14 + $clog2(MPEAcc);
localparam shiftShortWidth = macShortWidth + 8;
localparam shiftLongWidth = macLongWidth + 12;
input logic [MPERow-1-1:0][MPECol-1:0][macShortWidth - 1 : 0] shiftIn;
input logic [1:0] mode;
output logic [MPERow-1-1:0][MPECol-1:0][shiftShortWidth - 1 : 0] shiftOut;
generate
for(genvar i = 0; i < MPERow - 1; i++) begin
    for(genvar j = 0; j < MPECol; j++) begin
        always_comb begin
            case(mode)
                2'b00:
                    shiftOut[i][j] = {8'b0000_0000, shiftIn[i][j]};
                2'b01:
                    shiftOut[i][j] = {{4{shiftIn[i][j][macShortWidth-1]}}, shiftIn[i][j], 4'b0000};
                2'b10:
                    shiftOut[i][j] = {{4{shiftIn[i][j][macShortWidth-1]}}, shiftIn[i][j], 4'b0000};
                2'b11:
                    shiftOut[i][j] = {shiftIn[i][j], 8'b00000000};
            endcase
        end
    end
end
endgenerate
endmodule
==> impl_metrics.toml <==
# generated from flow reports
[status]
run_status = "finished clean"

[pwr]
combPwrFrac = 1.000
power_density_nw_per_um2 = 44.0
p_leak_nw = 3.34
seq_power_share = 0
power_switching_mw = 0.130
power_frac_clock = 0
peakVddDrop_mv = 0.0195
internal_power_mw = 0.228
netSwitchingFraction = 0.363

[placed_design]
gp_congestion = 0.891
pre_cts_ws_ps = 4360
portBuffers = 418
dp_cells = 1192
hpwlAfterDp_um = 20700
placed_cell_area_um2 = 8130

[layout]
ff_count = 0
instances_no_fill = 1192
layout-drive-gt1-share = 0.0138
utilization = 0.334
clkbuf_count = 0
regArea_um2 = 0
final_cell_area_um2 = 8130
syn_to_final_growth_pct = 113

[yosys]
yosys.area.top_type_share = 0.566
common_cells = "216 x mux2i_1, 64 x o21ai_0, 44 x a21oi_1, 33 x nor2_1"
ys_seq_frac = 0
netlist_instances = 499
syn_area_per_cell_um2 = 7.66
synth_top_cell_by_area = "mux2i_1"
ys_types = 16
yosysWarnings = 1
yosys_cells = 499
synthesis.area_um2 = 3820
yosys_area_um2 = 3820
top_cells_by_area = "mux2i_1 57%, o21ai_0 8.4%, o2bb2ai_1 7.3%"
most_common_cell = "mux2i_1"

[critical_path]
crit_path_start_kind = "primary input"
worstSetupPathType = "primary input to output port"
critPathMaxStageDelay_ps = 520
arrival_ps = 4490
crit_family = "buffers and inverters"
crit_slowest_cell = "clkdlybuf4s50_1"
required_ps = 8880
crit_buf_inv = 4
path_max_fanout = 69
crit_chain = "buf_6 > inv_2 > buf_4 > o21ai_0 > clkdlybuf4s50_1"
end_kind = "output port"
critPathLaunch = "mode[1]"

[final_timing]
rsz0062_at_grt = "no"
fin_crit_ps = 6710
slew_violations = 0
relSlewSlack = 0.504
max_freq_mhz = 149
hold_viol = 0
setup_viol = 0
setup_tns_ps = 0
finalCritPeriodShare = 0.605
worst_pin_slew_ps = 744
fin_ws_ps = 4390

[routing]
vias = 5326
drtAntennaViolNets = 0
vias_per_cell = 4.47
wl_um = 24900
antennaDiodeCount = 0
drtIter0Drc = 174
dr.pass1.iters = 4
wire_per_inst_um = 20.9
post-route-drc-count = 0

[global_routing]
grt.total_usage = 0.147
grt_pass1_wl_um = 36100
grt_pass1_vias = 5728
antenna_found_initial = 0
grt_max_degree = 96
grt_overflow = 0

[floorplanning]
row_count = 57
fp_util = 0.157
die_h_um = 177
die_w_um = 177
ioPinCount = 418
core_area_um2 = 24300
die-area_um2 = 31300

[hold_path]
holdCritPathClass = "primary input to output port"
worstHoldStart = "mode[1]"

[clock_tree]
cts_hold_buf = 0
postCtsResizedCells = 0
post_cts_buffers = 0

[job]
max_cap_viol_count = 0
log.warning_count = 32
-- metrics by stage --
stage	hold slack [ps]	power, mW
6_report	5290	0.358
5_1_grt	5360	0.388
4_1_cts	5320	0.364
3_5_place_dp	5320	0.362
3_3_place_gp	5320	0.365
2_1_floorplan	4500	0.109
-- power by group through the flow --
| stage | Sequential (mW) | Combinational [mW] | Clock, mW |
|---|---|---|---|
| CTS | 0 | 0.364 | 0 |
| global route | 0 | 0.388 | 0 |
| finish | 0 | 0.358 | 0 |
-- layer usage --
layer | vias to the layer above | share of wire | GRT usage
li1 | 2630 | - | -
met1 | 2420 | 0.39 | 0.169
met2 | 250 | 0.49 | 0.260
met3 | 26 | 0.10 | 0.0516
met4 | 0 | 0.018 | 0.0249
met5 | - | 0 | 0
-- cells in the final DEF (no fill, tap or decap) --
cell type,instances
clkdlybuf4s50_1,416
nor2_4,1
inv_2,1
a21oi_1,44
nand3b_1,10
buf_6,1
and2_1,32
buf_8,1
o2bb2ai_1,32
nor2b_1,8
o21ai_1,2
buf_12,1
nor2_1,32
nor2b_4,1
buf_4,6
mux2i_1,216
o21ai_0,64
-- cell families (layout without fill, tap and decap cells) --
| logic type | Yosys count | count (layout) | synth area share |
|---|---|---|---|
| simple gates | 84 | 84 | 0.119 |
| buf+inv | 57 | 426 | 0.0979 |
| compound gates | 142 | 142 | 0.217 |
| mux | 216 | 216 | 0.566 |
-- cell type report --
class	instances	area (um2)
fillers	2524	16200
inverters	1	3.75
multi-input cells	442	3460
well taps	324	405
repair buffers	425	4260
-- final timing paths --
path | endpoint | slack, ps | depth (start not counted)
worst max-delay path | shiftOut[216] | 4390 | 5
worst min-delay path | shiftOut[206] | 5290 | 3
Power and IR drop assume default switching activity.
